**/design/flow/config.mk**
```make
export PLATFORM = sky130hd
export DESIGN_NAME = registerN
export DESIGN_NICKNAME = registerN
export VERILOG_FILES = /design/flow/design.v
export SDC_FILE = /design/flow/constraint.sdc
export NUM_CORES = 4
export LEC_CHECK = 1
export CORE_AREA = 10 10 70 70
export DIE_AREA = 0 0 80 80
```
**/design/flow/constraint.sdc**
```tcl
current_design registerN

set clk_period 1.0
set clk_io_pct 0.2

create_clock -name clk0 -period $clk_period [get_ports {clk}]

set non_clock_inputs [all_inputs -no_clocks]
set_input_delay [expr $clk_period * $clk_io_pct] -clock clk0 $non_clock_inputs
set_output_delay [expr $clk_period * $clk_io_pct] -clock clk0 [all_outputs]
```
**/design/flow/design.v**
```verilog
module registerN #(parameter N=8) (
   output logic [N-1:0] q,
   input logic clk,
   input logic load,
   input logic reset,
   input logic [N-1:0] d);
   logic [N-1:0] latched;
   assign #(5ps) q = latched;
   always_ff @(posedge clk, negedge reset) begin
      if (reset == 1'b0) begin
         latched <= 'd0;
		end
      else if (clk == '1) begin
         if (load == '1) begin
            latched <= d;
         end
      end
   end
endmodule
```
**/design/flow/run.sh**
```bash
#!/bin/bash
# OpenROAD 26Q1-2900-gdf79404cd8, Yosys 0.63+post, stock flow scripts
make -C /OpenROAD-flow-scripts/flow DESIGN_CONFIG=/design/flow/config.mk WORK_HOME=/design/flow/orfs finish
```
==> run summary <==
Purpose: to document the outcome of synthesis and place and route.

Logic synthesis
The count of instantiated cells in the yosys netlist is 17. The average cell area after synthesis is 19.50 um2. After synthesis, the largest family of logic cells by area is multiplexers. The cell-mix breakdown from Yosys lists the XOR/XNOR area share as 0. Of the total synthesized cell area, the portion taken by AND, OR, NAND and NOR gates is 0. The share of cell area taken by muxes after synthesis is 0.3623.

The proportion of synthesized chip area in sequential cells is 0.6038. According to the Yosys statistics, the synthesized design has a chip area of 331.6 um2. The area of the mapped netlist is 331.6 um2.

Per the synthesis report, the adder-cell share of the synthesized area is 0. Of the total synthesized cell area, the portion taken by AND-OR and OR-AND cells is 0. In the synthesized netlist, the number of instances is 17. The register bit total from synthesis is 8.

The count of unique library cells instantiated by Yosys is 3. The yosys warning tally is 1.

Cells and area
The synthesis-to-layout area growth is 82.26%. The register with the most flip-flops in the final layout is latched. In the final layout, the registers with the most flip-flops are latched x8.

The flip-flop count of the largest register after layout is 8. Summing all non-filler instances in the final layout gives an area of 604.3 um2. The fill cell total of the finished layout is 386. The layout summary lists the proportion of cells stronger than drive strength 1 as 0.5909.

Routing
For this sky-water flow run, the detailed-routed wirelength per cell is reported as 10.83 um. Per the detail_route report, the via count comes to 244. The repair_antennas step left the layout with diodes totalling 0. The iteration-0 DRC count of the detailed router is 5. The pre-antenna-repair detailed-routing pass consisted of 2 iterations. The count of antenna-violating nets left after detailed routing is 0. The via density per instance is 2.711. The detailed router reported a total wirelength of 975 um. The residual DRC count is 0.

Power and ir drop
The fraction of power consumed by the clock network is 0.313. The sum of internal, switching and leakage power is 799.0 uW. The switching part of the total is 0.2142. The reported leakage power is 0.0002835 uW. Summed over all nets, the switching power comes to 171.1 uW. The internal power is 627.9 uW. The fraction of power consumed by sequential logic is 0.466. The power per standard cell area is 1322 mW/mm2. The worst supply voltage drop on vdd is 461.2 uV.

The combinational share of power is 0.221.

Floorplan
The initialized floorplan defines 21 standard-cell rows. The die outline area is 0.006400 mm2. The fraction of the core area occupied by cells at floorplan is 0.09707. The I/O pin count is 19.

The x dimension of the die is 80 um. Measured along the y axis, the die boundary spans 80 um. According to the floorplan report, the placeable core area is 0.003416 mm2.

Clock network
The CTS report gives the tree buffer count as 3. For this design, the sink count on the clock tree is 8. The worst-case clock buffer depth is 2. The insertion delay at the late pin of the worst-skew pair is 0.25 ns.

TritonCTS built the clock tree. The clock tree root buffer cell is clkbuf_4. In this run the number of H-tree levels came out at 1. For this design, the CTS-stage hold fixing added 0 buffers. In the CTS report, the clock slew at the register clock pins of the worst setup and hold paths is listed as 0.06 ns.

Worst setup path
The data required time at the worst endpoint is 1.14 ns. The worst setup path is launched from a register. The endpoint type of the worst setup path is a register. For reference, the most critical setup path is categorized as register to register. The worst path arrival time is 1.13 ns. The maximum fanout along the worst path is 2. Across all register-to-register paths, the minimum setup slack is 0.02 ns.

Global routing
The initial antenna violation count is 0. The maximum number of pins on one net before global-route repair is 9. The via count of the first global-routing pass is 259. Total global-route track usage over all layers is 0.03143. The first-pass GRT wire length is 1.449 mm. The residual overflow from global routing is 0.

Placed design
The post-placement cell area is 600.6 um2. In this run the tool buffered the top-level ports with 18 buffer cells. The final RePlAce weighted congestion is 0.7519.

Flow run
Across all stage logs, warnings added up to 29. In this run the maximum-capacitance check reported violations numbering 0.

Final timing
The final number of hold-violating endpoints is 0. The period utilization is 0.9841. The shortest clock period the worst path allows after layout is 0.9841 ns. For reference, the final report shows the max-slew violation count at 0.

The highest clock frequency the design can meet is 1.016 GHz. Looking at the max-slew report, the worst-margin pin has a slew of 0.3580 ns. The final count of negative-setup-slack endpoints is 0.

Setup repair after global routing could not meet its margin everywhere. The final timing report lists clock skew as 0 ns. The slew check shows that the tightest pin keeps a relative margin of 0.7606.

Run status
The run finished with clean final reports.

Worst hold path
The type of the worst min-delay path is input port to asynchronous set/reset pin.
[layout make-up]
class                      instances  area, um2  share of cell area
timing repair buffer              25      203.9              0.3375
clock buffer                       3      22.52             0.03727
sequential                         8      200.2              0.3313
tap                               46      57.56             0.09524
multi-input combinational          8      120.1              0.1988
[repair_timing]
| item | CTS | global route |
|---|---|---|
| endpoints found under the setup margin | 16 | 1 |
| setup buffers | 3 | 0 |
| gates resized | 26 | 0 |
[placed cells by master (no fill, tap or decap)]
cell	netlist	layout
buf_2	0	8
buf_12	0	1
buf_4	0	6
dlygate4sd2_1	0	1
clkdlybuf4s50_1	0	9
mux2_4	8	8
clkbuf_4	0	3
dfrtp_1	8	8
[critical path, stage by stage, from the launching register on]
cell and delay [ns]:
dfrtp_1 0.37, buf_4 0.13, buf_4 0.12, mux2_4 0.25
[stage by stage]
step	TNS (ns)	worst slack, ns	utilization	hold slack, ns	cells
final	0	0.01590	0.1769	0.2165	90
after global routing	-0.006193	-0.006193	0.1769	0.2320	90
after CTS	0	0.01016	0.1769	0.2226	90
after detailed placement	-2.480	-0.3042	0.1758	0.4976	84
after global placement	-2.370	-0.2847	0.1758	0.5013	84
after floorplan	0	0.2579	-	-0.09559	17
[cell families (layout without fill, tap and decap cells)]
group / after synthesis / count (layout)
buf+inv: 1 / 28
mux: 8 / 8
flops: 8 / 8
[power groups by stage]
stage / combinational (uW) / sequential (uW) / clock [uW]
CTS: 181 / 373 / 260
global route: 191 / 375 / 280
finish: 177 / 372 / 250
[worst paths after layout]
| path | startpoint | end | cells after the start |
|---|---|---|---|
| worst min-delay path | reset | latched[5] | 1 |
| max in group asynchronous | reset | latched[0] | 1 |
| min in group clk0 | latched[7] | latched[7] | 1 |
| worst max register to register | latched[2] | latched[2] | 3 |
| worst min register to register | latched[7] | latched[7] | 1 |
| worst max-delay path | latched[2] | latched[2] | 3 |
[cell usage after synthesis, drive strengths merged]
library cell  number  area, um2
dfrtp              8      200.2
mux2               8      120.1
buf                1      11.26
[routing by layer]
metal | vias up | track usage | share of wire
met4 | 0 | 0.003521 | 0
met1 | 115 | 0.04051 | 0.47
li1 | 112 | - | -
met5 | - | 0 | 0
met2 | 17 | 0.03852 | 0.38
met3 | 0 | 0.02841 | 0.15
No activity file was given, so power comes from the tool's default toggle rates.
